## flow/design.v

```verilog
`timescale 1ns / 1ps
module top(
    input USB_CLK,
    input [7:0] ADC_DATA,
    output CIS_MODE,
    output reg CIS_CLK,
    output reg CIS_SP,
    output reg CIS_LED_BLUE,
    output reg CIS_LED_GREEN,
    output reg CIS_LED_RED,
    output [7:0] USB_DATA,
    output reg USB_WR_L,
    output reg ADC_CLK,
    output reg SCOPE_SYNC
    );
    reg [3:0] counter_usb_clk;
    reg [12:0] counter_cis_clk;
        assign CIS_MODE = 'b0;
    assign USB_DATA = ADC_DATA;
    initial begin
        USB_WR_L = 'b0;
        CIS_CLK = 'b0;
        CIS_SP = 'b1;
        CIS_LED_BLUE = 'b1;
        CIS_LED_GREEN = 'b1;
        CIS_LED_RED = 'b1;
        SCOPE_SYNC = 'b0;
        counter_usb_clk = 'd1;
        counter_cis_clk = 'd1;
    end
    always @(posedge USB_CLK) begin
        if (0 <= counter_usb_clk && counter_usb_clk < ('d6/2)) begin
            CIS_CLK <= 'b1;
        end else begin
            CIS_CLK <= 'b0;
        end
        if (counter_usb_clk == ('d6-1)) begin
            counter_usb_clk <= 'd0;
        end else begin
            counter_usb_clk <= counter_usb_clk + 'd1;
        end
    end
    always @(negedge USB_CLK) begin
        if (('d6/2) <= counter_usb_clk && counter_usb_clk < (('d6/2)+'d6/2)) begin
            ADC_CLK <= 'b1;
        end else begin
            ADC_CLK <= 'b0;
        end
        if (counter_usb_clk == ('d6/2)-1) begin
            USB_WR_L <= 'b0;
        end else begin
            USB_WR_L <= 'b1;
        end
    end    
    always @(posedge CIS_CLK) begin
        if (counter_cis_clk == 'd40) begin
            CIS_LED_BLUE <= 'b0;
            CIS_LED_GREEN <= 'b0;
            CIS_LED_RED <= 'b0;
        end else if (counter_cis_clk == 'd70) begin
            CIS_LED_BLUE <= 'b1;
            CIS_LED_GREEN <= 'b1;
            CIS_LED_RED <= 'b1;
        end
        if (counter_cis_clk == 'd2700) begin
            counter_cis_clk <= 'd1;
            CIS_SP <= 'b1;
        end else begin
            counter_cis_clk <= counter_cis_clk + 'd1;
            CIS_SP <= 'b0;
        end
        if (counter_cis_clk == 'd1000) begin
            SCOPE_SYNC <= 1'b1;
        end else begin
            SCOPE_SYNC <= 1'b0;
        end
    end
endmodule
```

## flow/constraint.sdc

```tcl
current_design top

set clk_period 1.3
set clk_io_pct 0.2

create_clock -name clk0 -period $clk_period [get_ports {USB_CLK}]

set non_clock_inputs [all_inputs -no_clocks]
set_input_delay [expr $clk_period * $clk_io_pct] -clock clk0 $non_clock_inputs
set_output_delay [expr $clk_period * $clk_io_pct] -clock clk0 [all_outputs]
```

## flow/config.mk

```make
export PLATFORM = sky130hd
export DESIGN_NAME = top
export DESIGN_NICKNAME = top
export VERILOG_FILES = /design/flow/design.v
export SDC_FILE = /design/flow/constraint.sdc
export NUM_CORES = 4
export LEC_CHECK = 1
export CORE_AREA = 10 10 89 89
export DIE_AREA = 0 0 99 99
```

## flow/run.sh

```bash
#!/bin/bash
# OpenROAD 26Q1-2900-gdf79404cd8, Yosys 0.63+post, stock flow scripts
make -C /OpenROAD-flow-scripts/flow DESIGN_CONFIG=/design/flow/config.mk WORK_HOME=/design/flow/orfs finish
```

==> impl_metrics.ini <==
; yosys + openroad results
[place]
dp_hpwl_um = 1332
place_area_sq_um = 1226
placed_cells = 193
place_congestion = 0.8301
io_buffers = 8

[cells_and_area]
lay_top_cells = dfxtp_1 (20), inv_1 (9), nor2_1 (9), buf_4 (8), nor3_1 (6)
lay_top_count = dfxtp_1
finalNonFillerCells = 198
fillers = 637
drive_above_1_share = 0.1870
comb_area_sq_um = 495.5
area_delta_synth_final_pct = 17.65
fin_area_sq_um = 1267
final-seq-area_sq_um = 466.7

[synthesis]
synthTopCellsByArea = dfxtp_1 (43%), buf_4 (8.4%), ha_1 (7.0%)
ys_seq_share = 0.4274
top_area_cell = dfxtp_1
yosys_warnings = 1
top_cell_area_share = 0.4274
syn-cell-area_sq_um = 1077
yosysUniqueCellTypes = 34
synthCells = 117
yosysChipArea_sq_um = 1077
numSynthFlops = 23
ys_cells = 117
avgSynthCellArea_sq_um = 9.208

[die]
die_w_um = 99
rows = 28
fp-utilization = 0.1798
dieArea_sq_um = 9801
ios = 26
core-area_sq_um = 5991
fp.dieH_um = 99

[global_route]
antenna_found_initial = 0
grt_pass1_wl_um = 3008
grt.total_usage = 0.03454
grt_pass1_vias = 656
grt_max_degree = 17
grt_overflow_total = 0

[critical_path]
crit_start = ADC_CLK$_DFF_N_
reg2reg_from = counter_usb_clk[1]$_SDFF_PN0_
cp-start-kind = register
path_delay_family = flip-flops
cp.depth = 1
cpPeakStageDelay_ns = 0.28
crit_end = ADC_CLK
cp_slowest_cell = dfxtp_1
critical_path_arrival_ns = 1.31
cp_cell_sequence = buf_2
critical_path_buf_inv_count = 1
reg2reg_to = ADC_CLK$_DFF_N_
path_max_fanout = 1
reg2reg_depth = 3
r2r_slack_ns = -0.02
critPathCaptureType = primary output
crit_required_ns = 1.04
path_class = register to primary output

[detailed_routing]
drtIter0Drc = 21
ant_nets = 0
antennaDiodeCount = 0
drc_errors = 0
viasPerCell = 3.838
dr.pass1.iters = 4
wl_per_cell_um = 9.056
routed_wl_um = 1793
vias = 760

[clock_tree]
cts.repair.resized = 8
hold_buffers = 0
worstSkewPairLatency_ns = 0.28
cts.clk_slew.worst_paths_ns = 0.03
cts-buffers-inserted = 3
cts_buffer_depth = 2
h-tree-depth = 1
cts_setup_buffers = 0
cts_tree = done
clock-root-buffer = clkbuf_8

[final_timing]
grt_setup_unrepaired = yes
finalHoldViolCount = 0
setup_viol = 3
fin_ws_ns = -0.2749
fin_skew_ns = 0.06225
unclocked_regs = 16
finalSetupTns_ns = -0.5686
untimed_endpoints = 21
slew_viol_final = 0

[outcome]
violations = negative setup slack
status = complete, but fails checks

[flow_run]
openroad.warnings = 34
maxCapViolCount = 0

[worst_hold_path]
hp-class = primary input to primary output

[pwr]
vdd_drop_max_mv = 0.2420
p_per_area_nw_per_um2 = 421.2
p_leak_nw = 0.5048
[power breakdown]
part | leakage (nW) | internal [mW] | switching (mW) | total (mW)
Clock | 0.0334 | 0.220 | 0.0996 | 0.320
Sequential | 0.187 | 0.214 | 0 | 0.214
Combinational | 0.284 | 0 | 0.000160 | 0.000160
[metal layers]
metal | vias up | global-route usage | wire length (um)
met3 | 2 | 0.01057 | 122
met1 | 341 | 0.04565 | 840
li1 | 403 | - | -
met4 | 0 | 0.005513 | 6
met2 | 14 | 0.05511 | 824
met5 | - | 0 | 0
[stage by stage]
stage | utilization | setup WS [ns] | hold slack [ns] | power (mW)
after CTS | 0.2112 | -0.2874 | 0.5200 | 0.5476
after global placement | 0.2047 | -0.3580 | 0.5200 | 0.2319
after global routing | 0.2116 | -0.3175 | 0.5200 | 0.5678
after floorplan | - | -0.06097 | 0.4343 | 0.2483
after detailed placement | 0.2047 | -0.3583 | 0.5200 | 0.2319
final | 0.2116 | -0.2749 | 0.5200 | 0.5338
[worst register-to-register path, cell delays in order (launching register included)]
cell,delay [ns]
dfxtp_2,0.36
ha_4,0.14
nand2_2,0.04
a21oi_1,0.11
[worst min-delay path by stage]
stage      startpoint           to  slack, ns  depth (start not counted)
4_1_cts   ADC_DATA[0]  USB_DATA[0]       0.52                          0
5_1_grt   ADC_DATA[2]  USB_DATA[2]       0.52                          0
6_report  ADC_DATA[0]  USB_DATA[0]       0.52                          0
[registers in the layout, indices dropped and copies added, names as in the netlist]
name	flops
counter_cis_clk	13
counter_usb_clk	4
SCOPE_SYNC	1
ADC_CLK	1
CIS_CLK	1
USB_WR_L	1
CIS_LED_BLUE	1
CIS_SP	1
[cell usage after synthesis (all sizes together)]
cell type and number:
xnor2 3, nor3b 1, nor2b 1, or3 1
a41oi 1, or4 2, a21oi 4, and3 1
inv 9, nand3b 1, nand3 6, a31oi 1
xor2 5, o21ai 1, o31ai 2, dfxtp 23
nand2 5, nand4b 1, clkbuf 1, a21o 1
nor4b 1, buf 14, nor3 6, nand2b 2
and4 2, ha 6, nor2 9, nor4 3
conb 1, nand4 3
[cell families (layout without fill, tap and decap cells)]
| logic type | Yosys count | count (layout) | share of synthesized area |
|---|---|---|---|
| adders and majority gates | 6 | 6 | 0.06968 |
| buffers and inverters | 24 | 30 | 0.1289 |
| AOI/OAI and AO/OA | 10 | 10 | 0.06155 |
| xor gates and xnor gates | 8 | 8 | 0.06504 |
| and+or+nand+nor | 45 | 45 | 0.2439 |
| other | 1 | 1 | 0.003481 |
| DFF | 23 | 23 | 0.4274 |
[layout make-up]
class,instances,share of cell area
Clock buffer,4,0.03554
Timing Repair Buffer,16,0.1017
Sequential cell,23,0.3682
Multi-Input combinational cell,70,0.3909
Inverter,8,0.02369
Tap cell,75,0.07404
Clock inverter,2,0.005923
Power and IR drop assume default switching activity.
